==> flow/design.v <==
module lab5iram1B(CLK, RESET, ADDR, Q);
  input         CLK;
  input         RESET;
  input  [7:0]  ADDR;
  output [15:0] Q;
  reg    [15:0] mem[0:127];  
  wire   [6:0]  saddr;
  integer       i;
  assign saddr = ADDR[7:1];
  assign Q = mem[saddr];
  always @(posedge CLK) begin
    if(RESET) begin
      mem[0]  <= 16'b1111000000000001;  
      mem[1]  <= 16'b0101000101111111;  
      mem[2]  <= 16'b0010101001111010;  
      mem[3]  <= 16'b0010101010111011;  
      mem[4]  <= 16'b0100101001000000;  
      mem[5]  <= 16'b0100101010111111;  
      mem[6]  <= 16'b0110010011000001;  
      mem[7]  <= 16'b1111000011011001;  
      mem[8]  <= 16'b1111001011011101;  
      mem[9]  <= 16'b1111000011100000;  
      mem[10]  <= 16'b1111001000001100;  
      mem[11]  <= 16'b1111010000010011;  
      mem[12]  <= 16'b0110010011000001;  
      mem[13]  <= 16'b1111000011011001;  
      mem[14]  <= 16'b1111001011011101;  
      mem[15]  <= 16'b1111100011100000;  
      mem[16]  <= 16'b1111001000001100;  
      mem[17]  <= 16'b1111010000010011;  
      mem[18]  <= 16'b0110010011000001;  
      mem[19]  <= 16'b1111000011011001;  
      mem[20]  <= 16'b1111001011011101;  
      mem[21]  <= 16'b1111100011100000;  
      mem[22]  <= 16'b1111001000001100;  
      mem[23]  <= 16'b1111010000010011;  
      mem[24]  <= 16'b0110010011000001;  
      mem[25]  <= 16'b1111000011011001;  
      mem[26]  <= 16'b1111001011011101;  
      mem[27]  <= 16'b1111100011100000;  
      mem[28]  <= 16'b0100101100111110;  
      mem[29]  <= 16'b0010101100111100;  
      mem[30]  <= 16'b0100101100111101;  
      for(i = 31; i < 128; i = i + 1) begin
        mem[i] <= 16'b0000000000000000;
      end
    end
  end
endmodule
==> flow/run.sh <==
#!/bin/bash
# OpenROAD 26Q1-2900-gdf79404cd8, Yosys 0.63+post, stock flow scripts
make -C /OpenROAD-flow-scripts/flow DESIGN_CONFIG=/design/flow/config.mk WORK_HOME=/design/flow/orfs finish
==> flow/config.mk <==
export PLATFORM = sky130hd
export DESIGN_NAME = lab5iram1B
export DESIGN_NICKNAME = lab5iram1B
export VERILOG_FILES = /design/flow/design.v
export SDC_FILE = /design/flow/constraint.sdc
export NUM_CORES = 4
export LEC_CHECK = 1
export CORE_AREA = 10 10 73 73
export DIE_AREA = 0 0 83 83
==> flow/constraint.sdc <==
current_design lab5iram1B

set clk_period 4.8
set clk_io_pct 0.2

create_clock -name clk0 -period $clk_period [get_ports {CLK}]

set non_clock_inputs [all_inputs -no_clocks]
set_input_delay [expr $clk_period * $clk_io_pct] -clock clk0 $non_clock_inputs
set_output_delay [expr $clk_period * $clk_io_pct] -clock clk0 [all_outputs]
==> reports/qor.json <==
{
  "synth.yosys.warnings": {"value": 2},
  "yosys.area.top_type_share": {"value": 10.3, "unit": "%"},
  "number_of_placed_instances_taps_included": {"value": 183},
  "drt.antenna.violating_nets": {"value": 0},
  "logic_family": {"value": "AND-OR/OR-AND gates"},
  "seq_power_share": {"value": 0, "unit": "%"},
  "grt.total_usage": {"value": 7.11, "unit": "%"},
  "synthesis.instances": {"value": 122},
  "power.density_cell_area": {"value": 81.0, "unit": "mW/mm^2"},
  "post_synth_main_area_contributors": {"value": "sky130_fd_sc_hd__a21oi_1 (10%), sky130_fd_sc_hd__nor2_1 (7.7%), sky130_fd_sc_hd__o21ai_0 (6.9%)"},
  "power.share.clock": {"value": 0, "unit": "%"},
  "grt_first_pass_wirelength": {"value": 4480, "unit": "um"},
  "worst_setup_sp_type": {"value": "input pin"},
  "routed_via_density": {"value": 5.10},
  "drv_slew": {"value": 0},
  "fp-row-count": {"value": 22},
  "first_global_vias": {"value": 936},
  "areaGrowthSynthToFinish": {"value": 31.7, "unit": "%"},
  "hold_path.class": {"value": "input pin to output pin"},
  "cts_repair_resize_count": {"value": 0},
  "grt.overflow.total": {"value": 0},
  "crit_required": {"value": 3.84, "unit": "ns"},
  "maxCapViolCount": {"value": 0},
  "power_frac_comb": {"value": 100.0, "unit": "%"},
  "fp.dieArea": {"value": 0.00689, "unit": "sq mm"},
  "post-place-ws": {"value": 0.607, "unit": "ns"},
  "vias_after_detailed_routing": {"value": 933},
  "insertedDiodeCount": {"value": 0},
  "vdd_drop_max": {"value": 0.0482, "unit": "mV"},
  "yosys.stat.seqShare": {"value": 0, "unit": "%"},
  "postSynthAreaPerCell": {"value": 5.96, "unit": "sq um"},
  "net_switching_power_figure": {"value": 40.9, "unit": "uW"},
  "critical_path_start_end_classification": {"value": "input pin to output pin"},
  "timing_hold_violations_final": {"value": 0},
  "cts_setup_buffers": {"value": 0},
  "regArea": {"value": 0, "unit": "sq um"},
  "log_warnings": {"value": 30},
  "maxClockFrequency": {"value": 237, "unit": "MHz"},
  "fraction_of_layout_cells_with_a_size_suffix_above_1": {"value": 5.93, "unit": "%"},
  "largest_net_degree_at_the_start_of_global_routing": {"value": 38},
  "worst-endpoint-arrival": {"value": 3.26, "unit": "ns"},
  "core_area": {"value": 0.00374, "unit": "sq mm"},
  "drt_pass1_iterations": {"value": 4},
  "remaining_drc_errors": {"value": 0},
  "hpwlAfterDp": {"value": 1880, "unit": "um"},
  "die_x": {"value": 83, "unit": "um"},
  "first_iter_violations": {"value": 118},
  "buffer_ports.inserted": {"value": 23},
  "clock_buffer_count": {"value": 0},
  "wl_per_cell": {"value": 13.7, "unit": "um"},
  "post_layout_nonfiller_instances": {"value": 183},
  "synthXorXnorAreaFrac": {"value": 2.41, "unit": "%"},
  "syn_area": {"value": 727, "unit": "sq um"},
  "switching_share": {"value": 52.7, "unit": "%"},
  "final-setup-viol-count": {"value": 0},
  "num_io_pins": {"value": 26},
  "final.setup.tns": {"value": 0, "unit": "ns"},
  "finalWirelength": {"value": 2500, "unit": "um"},
  "critical_path.max_stage_delay": {"value": 0.95, "unit": "ns"},
  "timing.critical_path.cells": {"value": "clkdlybuf4s50_1 -> and2_1 -> o21ai_1 -> a211o_1 -> a21oi_1 -> clkdlybuf4s50_1"},
  "synth-cells-yosys": {"value": 122},
  "yosysTopAreaCell": {"value": "sky130_fd_sc_hd__a21oi_1"},
  "timing_worst_slew_pin_value": {"value": 0.746, "unit": "ns"},
  "post-route-min-period": {"value": 4.22, "unit": "ns"},
  "crit_fanout": {"value": 23},
  "cts-hold-fix-buffers": {"value": 0},
  "simple_gate_share": {"value": 37.2, "unit": "%"},
  "timing.final.crit_share": {"value": 87.9, "unit": "%"},
  "nFlopsAndLatches": {"value": 0},
  "grt_antenna_before_repair": {"value": 0},
  "layout_setup_ws": {"value": 0.583, "unit": "ns"},
  "place_congestion": {"value": 0.854},
  "aoi_share": {"value": 46.5, "unit": "%"},
  "ys_area": {"value": 727, "unit": "sq um"},
  "crit_slowest_cell": {"value": "sky130_fd_sc_hd__clkdlybuf4s50_1"},
  "grt_setup_unrepaired": {"value": "false"},
  "p_leak": {"value": 0.322, "unit": "nW"},
  "synthDistinctLibCells": {"value": 41},
  "cell_internal_pwr": {"value": 36.7, "unit": "uW"},
  "critPathCaptureType": {"value": "output pin"},
  "muxShareOfSynthArea": {"value": 0, "unit": "%"},
  "floorplanUtilization": {"value": 19.4, "unit": "%"},
  "status": {"value": "completed"},
  "timing.max_slew.rel_slack": {"value": 50.1, "unit": "%"},
  "synth.top_cells.by_count": {"value": "sky130_fd_sc_hd__a21oi_1 (15), sky130_fd_sc_hd__nor2_1 (15), sky130_fd_sc_hd__o21ai_0 (10), sky130_fd_sc_hd__buf_2 (6)"},
  "fa_ha_area_share": {"value": 0, "unit": "%"},
  "crit_top_cell": {"value": "sky130_fd_sc_hd__clkdlybuf4s50_1"},
  "chipHeight": {"value": 83, "unit": "um"}
}
## cell usage in the layout (no fill, tap or decap), drive strengths merged, types with 3 or more instances in the layout
cell and instances:
or2 5, nand2b 4, nand2 5, nor3 4, nand3 4, clkdlybuf4s50 23, inv 3, a21oi 15
buf 4, a211oi 4, o21ai 13, nor2 15, a31oi 5
## cell type report
| cell class | instances | area [sq um] |
|---|---|---|
| well taps | 48 | 60.1 |
| inverters | 3 | 11.3 |
| multi-input cells | 105 | 626 |
| fillers | 456 | 2790 |
| repair buffers | 27 | 260 |
## path summary, 6_finish.rpt
kind	depth (start not counted)	slack, ns	startpoint	endpoint
min	5	3.02	ADDR[7]	Q[15]
max	6	0.58	ADDR[5]	Q[12]
## metal layers
metal / global-route usage [%] / share of wire [%]
met2: 10.4 / 42
met3: 0.984 / 7.5
met5: 0 / 0
met4: 0.308 / 0
met1: 11.0 / 50
## worst max-delay path: cells and delay by family
family / cells / cell delay [ns]
AND/OR/NAND/NOR: 1 / 0.28
buffers and inverters: 2 / 1.43
AND-OR/OR-AND: 3 / 0.57
## metrics by stage
| step | area [sq um] | hold slack, ns | total power, mW | utilization [%] |
|---|---|---|---|---|
| finish | 957 | 3.02 | 0.0775 | 25.6 |
| global route | 957 | 3.10 | 0.0881 | 25.6 |
| CTS | 957 | 3.05 | 0.0780 | 25.6 |
| detailed placement | 957 | 3.05 | 0.0774 | 25.6 |
| global placement | 957 | 3.04 | 0.0778 | 25.6 |
| floorplan | 727 | 2.06 | 0.0501 | - |
## power by group through the flow
stage         clock network, mW  registers, mW  logic [mW]
finish                        0              0      0.0775
CTS                           0              0      0.0780
global route                  0              0      0.0881
## cells by family after synthesis
kind of cell / count (synthesis)
compound gates: 53
simple gates: 50
buf+inv: 17
xor+xnor: 2
Power is estimated from default activity; no workload was simulated.
