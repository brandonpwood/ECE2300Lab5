### flow/config.mk
export PLATFORM = sky130hd
export DESIGN_NAME = lab5iram
export DESIGN_NICKNAME = lab5iram
export VERILOG_FILES = /design/flow/design.v
export SDC_FILE = /design/flow/constraint.sdc
export NUM_CORES = 4
export LEC_CHECK = 1
export CORE_AREA = 10 10 70 70
export DIE_AREA = 0 0 80 80
### flow/run.sh
#!/bin/bash
# OpenROAD 26Q1-2900-gdf79404cd8, Yosys 0.63+post, stock flow scripts
make -C /OpenROAD-flow-scripts/flow DESIGN_CONFIG=/design/flow/config.mk WORK_HOME=/design/flow/orfs finish
### flow/constraint.sdc
current_design lab5iram

set clk_period 3.0
set clk_io_pct 0.2

create_clock -name clk0 -period $clk_period [get_ports {CLK}]

set non_clock_inputs [all_inputs -no_clocks]
set_input_delay [expr $clk_period * $clk_io_pct] -clock clk0 $non_clock_inputs
set_output_delay [expr $clk_period * $clk_io_pct] -clock clk0 [all_outputs]
### flow/design.v
module lab5iram(CLK, RESET, ADDR, Q);
  input         CLK;
  input         RESET;
  input  [7:0]  ADDR;
  output [15:0] Q;
  reg    [15:0] mem[0:127];  
  wire   [6:0]  saddr;
  integer       i;
  assign saddr = ADDR[7:1];
  assign Q = mem[saddr];
  always @(posedge CLK) begin
    if(RESET) begin
      mem[0]   <= 16'b 1111010010010001;    
      mem[1]   <= 16'b 1111001001001001;    
      mem[2]   <= 16'b 0101010010111111;    
      mem[3]   <= 16'b 1111010010010000;    
      mem[4]   <= 16'b 0101010010111111;    
      mem[5]   <= 16'b 0101010010111111;    
      mem[6]   <= 16'b 1111010001010001;    
      mem[7]   <= 16'b 0101010010000011;    
      mem[8]   <= 16'b 0100010001000000;    
      mem[9]   <= 16'b 0101001001000001;    
      mem[10]  <= 16'b 0100010001000000;    
      mem[11]  <= 16'b 0101001001000001;    
      mem[12]  <= 16'b 0100010001000000;    
      mem[13]  <= 16'b 0101001001000001;    
      mem[14]  <= 16'b 0100010001000000;    
      mem[15]  <= 16'b 0101001001000001;    
      mem[16]  <= 16'b 0100010001000000;    
      mem[17]  <= 16'b 0101001001000001;    
      mem[18]  <= 16'b 0100010001000000;    
      for(i = 19; i < 128; i = i + 1) begin
        mem[i] <= 16'b0000000000000000;
      end
    end
  end
endmodule
==> summary.txt <==
run results: FF+latch area 0 µm², Crit Path Class input port to output port, DIE WIDTH approximately 80 µm, Vias 363, Filler cells 385, logic area 237.7 µm², crit end category output port, Inserted Diodes 0, GRT Residual Overflow 0, setup violators final 0, Post-Syn Area 274.0 µm², Ports 26, largest net degree at the start of global routing 13, Final ANT Viol Nets 0, critical-path maximum fanout 6, Routed WL per cell about 9.7 µm, Synth area leader buf_4, fin. max-slew vios 0, leak pwr 0.2035 nW, Synth top area share 13.70%, Vias/cell 3.270, critical path arrival 2.32 ns, Max Clock Freq 342.7 MHz, fp util ~8%, worst min-delay path category input port to output port, Tool Warnings 30, # Max-Cap Violations 0, Placer Congestion 0.8475, YS chip area 274.0 µm², Fin Setup TNS 0 ns, distinct lib cells 23, Area Overhead vs Synth 99.54%, Total Routing Usage GR about 2.9%, Routed Wire Length ~1100 µm, PwrDens 95.45 nW/µm², setup bufs post-CTS 0, Worst Path Required roughly 2.4 ns, die height 80 µm, Synth warnings 2, minimum clock period around 2.9 ns, total die area 6400 µm², clkbuf count 0, Synth Seq Share 0%, startpoint types input port, Flops 0, I/O Buffers 21, layout cells sized above 1 18.46%, first-pass GRT wire length about 1500 µm, Hold Vio Cnt, Final 0, core area around 3400 µm², VDD IR-drop max around 0.000012 V, Post-Synthesis Cells 45, outcome complete, no violations, final worst path period share 97.27%, TritonRoute pass-1 iters 4, Top cells by area buf_4, nor2_1, a21oi_1, Layout Utilization between 10% and 20%, # Cells Yosys 45, detailed placement HPWL 933.2 µm, initial antenna violation count 0, vias in the first global route 315, 1st-iter DRT viols 83, num rows 21, DRC viols 0, Syn Area/Cell 6.089 µm²
## critical path: stages
cell             delay, ns
clkdlybuf4s50_1       0.43
buf_4                 0.16
or3_2                 0.45
a31oi_2               0.19
clkdlybuf4s50_1       0.48
## cell type report
class,count,share of cell area (%)
inverters,1,0.6865
well taps,46,10.53
repair buffers,26,45.31
multi-input cells,38,43.48
## kinds of logic (layout without fill, tap and decap cells)
kind of cell | count (synthesis) | after routing | synth area share, %
simple gates | 19 | 19 | 36.99
compound gates | 13 | 13 | 29.68
buf+inv | 8 | 27 | 18.72
xor+xnor | 3 | 3 | 9.591
other cells | 1 | 2 | 1.369
mux | 1 | 1 | 3.653
## through the flow
stage | cell area [µm²] | hold WS [ns] | instances | power [mW] | setup WS [ns]
final | 546.8 | 2.236 | 111 | 0.05219 | 0.08191
after global placement | 535.5 | 2.235 | 111 | 0.05067 | 0.06022
after global routing | 546.8 | 2.279 | 111 | 0.05793 | -0.004095
after detailed placement | 535.5 | 2.240 | 111 | 0.05156 | 0.06955
after floorplan | 277.8 | 1.223 | 46 | 0.02479 | 1.040
after CTS | 535.5 | 2.246 | 111 | 0.05186 | 0.05916
## cells in the mapped netlist, types with 2 or more instances
cell type	number
buf_2	2
xor2_1	2
a21oi_1	4
o21ai_0	3
nor2_1	8
buf_4	5
and2b_2	2
a31oi_1	3
nand2_1	2
## layer usage
| layer | wire [µm] | up-vias | track usage, % |
|---|---|---|---|
| li1 | - | 191 | - |
| met1 | 430 | 158 | 3.757 |
| met2 | 510 | 14 | 4.655 |
| met3 | 131 | 0 | 1.023 |
| met4 | 0 | 0 | 0 |
| met5 | 0 | - | 0 |
## placed cells by master (no fill, tap or decap), drive strengths merged, types with 2 or more instances in the layout
cell type      instances
o21ai                  3
clkdlybuf4s50         21
nand2                  2
a31oi                  3
xor2                   2
nor2                   8
and2b                  3
buf                    5
conb                   2
a21oi                  4
## final timing paths
kind,start,end,slack [ns],cells after the start
max,ADDR[5],Q[0],0.08,5
min,ADDR[6],Q[9],2.24,4
## power breakdown
part | leakage, nW | total (mW) | switching (mW) | internal, mW
registers | 0 | 0 | 0 | 0
clock network | 0 | 0 | 0 | 0
logic | 0.204 | 0.0522 | 0.0211 | 0.0311
total | 0.204 | 0.0522 | 0.0211 | 0.0311
## what timing repair did
item                                    4_1_cts  5_1_grt
endpoints found under the hold margin         0        0
endpoints found under the setup margin        0        2
resized                                       0        2
hold buffers                                  0        0
Power figures rest on the tool's default switching activity, not on a simulated workload.
