==> design.v <==
module lab5iram1A(CLK, RESET, ADDR, Q);
  input         CLK;
  input         RESET;
  input  [7:0]  ADDR;
  output [15:0] Q;
  reg    [15:0] mem[0:127];  
  wire   [6:0]  saddr;
  integer       i;
  assign saddr = ADDR[7:1];
  assign Q = mem[saddr];
  always @(posedge CLK) begin
    if(RESET) begin
      mem[0]   <= 16'b 1111000000000001;    
      mem[1]   <= 16'b 0101000101111111;    
      mem[2]   <= 16'b 0010101001111010;    
      mem[3]   <= 16'b 0010101010111011;    
      mem[4]   <= 16'b 1111000001011001;    
      mem[5]   <= 16'b 0101011011111111;    
      mem[6]   <= 16'b 1111000010100001;    
      mem[7]   <= 16'b 0101100100111111;    
      mem[8]   <= 16'b 0000000000000000;    
      mem[9]   <= 16'b 1111001100101101;    
      mem[10]  <= 16'b 1111011010110101;    
      mem[11]  <= 16'b 1111101110111110;    
      mem[12]  <= 16'b 0101000101000100;    
      mem[13]  <= 16'b 0100101111111000;    
      mem[14]  <= 16'b 0110111101000001;    
      mem[15]  <= 16'b 1111000101110000;    
      mem[16]  <= 16'b 1111111000111011;    
      mem[17]  <= 16'b 0110111101000001;    
      mem[18]  <= 16'b 1111110101110000;    
      mem[19]  <= 16'b 1111111000111011;    
      mem[20]  <= 16'b 0110111101000001;    
      mem[21]  <= 16'b 1111110101110000;    
      mem[22]  <= 16'b 1111111000111011;    
      mem[23]  <= 16'b 0110111101000001;    
      mem[24]  <= 16'b 1111110101110000;    
      mem[25]  <= 16'b 1111111000111011;    
      mem[26]  <= 16'b 0110111101000001;    
      mem[27]  <= 16'b 1111110101110000;    
      mem[28]  <= 16'b 1111111000111011;    
      mem[29]  <= 16'b 0110111101000001;    
      mem[30]  <= 16'b 1111110101110000;    
      mem[31]  <= 16'b 1111111000111011;    
      mem[32]  <= 16'b 0110111101000001;    
      mem[33]  <= 16'b 1111110101110000;    
      mem[34]  <= 16'b 1111111000111011;    
      mem[35]  <= 16'b 0110111101000001;    
      mem[36]  <= 16'b 1111110101110000;    
      mem[37]  <= 16'b 0100000110111111;    
      mem[38]  <= 16'b 0101000101111000;    
      mem[39]  <= 16'b 0101000001001000;    
      mem[40]  <= 16'b 1111001110100001;    
      mem[41]  <= 16'b 0100101100000110;    
      for(i = 42; i < 128; i = i + 1) begin
        mem[i] <= 16'b0000000000000000;
      end
    end
  end
endmodule
==> run.sh <==
#!/bin/bash
# OpenROAD 26Q1-2900-gdf79404cd8, Yosys 0.63+post, stock flow scripts
make -C /OpenROAD-flow-scripts/flow DESIGN_CONFIG=/design/flow/config.mk WORK_HOME=/design/flow/orfs finish
==> config.mk <==
export PLATFORM = sky130hd
export DESIGN_NAME = lab5iram1A
export DESIGN_NICKNAME = lab5iram1A
export VERILOG_FILES = /design/flow/design.v
export SDC_FILE = /design/flow/constraint.sdc
export NUM_CORES = 4
export LEC_CHECK = 1
export CORE_AREA = 10 10 89 89
export DIE_AREA = 0 0 99 99
==> constraint.sdc <==
current_design lab5iram1A

set clk_period 4.1
set clk_io_pct 0.2

create_clock -name clk0 -period $clk_period [get_ports {CLK}]

set non_clock_inputs [all_inputs -no_clocks]
set_input_delay [expr $clk_period * $clk_io_pct] -clock clk0 $non_clock_inputs
set_output_delay [expr $clk_period * $clk_io_pct] -clock clk0 [all_outputs]
==> flow_summary.ini <==
; implementation run metrics
[run_status]
status = finished, final reports clean

[final_timing]
hold_viol = 0
worst_pin_slew_ns = 0.462
rsz0062_at_grt = false
relSlewSlack = 0.692
period_minus_slack_ns = 3.96
finalSetupTns_ns = 0
fmax_ghz = 0.252
slew_violations = 0
finalClockPeriodUsage = 0.967
setup_viol = 0

[global_routing]
global_route.overflow_total = 0
grt_max_degree = 31
grt_pass1_wl_mm = 6.97
grtUsageTotal = 0.0807
antenna_found_initial = 0
grt_pass1_vias = 1441

[route]
via_per_inst = 5.20
antennaDiodeCount = 0
wirelength_mm = 4.32
first_pass_iters = 4
avgRoutedWirePerCell_um = 14.2
drcViolationCount = 0
initialDrtViolationCount = 221
ant_nets = 0
vias = 1586

[synth]
ys_area_sq_um = 1080
synth_cells = 181
yosysWarningCount = 2
top_area_frac = 0.0877
largest_area_cell = o21ai_0
yosys_cells = 181
synth.area.top_cells = o21ai_0 8.8%, nor2_1 6.6%, nand2_1 5.9%
syn_avg_cell_area_sq_um = 5.99
synth_seq_share = 0
yosysUniqueCellTypes = 56
synth_area_sq_um = 1080

[finish]
final_common_cell = buf_4
nClkBuffers = 0
drive_above_1_share = 0.243
final_cells = 305
fillers = 640
regArea_sq_um = 0
final_cell_mix = 44 x buf_4, 19 x nor2_1, 19 x clkdlybuf4s50_1, 18 x o21ai_0, 17 x nand2_1
syn_to_final_growth_pct = 59.7
ff_count = 0

[floorplanning]
rows = 28
die_area_sq_um = 9800
fp-utilization = 0.181
dieHeight_um = 99
die_w_um = 99
design.core.area_sq_um = 5990
io_pins = 26

[placed_design]
place_hpwl_mm = 3.28
gp_congestion = 0.960
port-buffer-count = 23
placedCellCount = 303

[setup_path]
worstPathRequired_ns = 3.28
path_delay_family = buffers and inverters
critPathKind = input pin to output port
cp_num_cells = 8
max_stage_delay_ns = 0.62
cp-end-kind = output port
crit_path_top_delay_cell = clkdlybuf4s50_1
cp_common_cell = clkdlybuf4s50_1
crit_buf_inv = 3
cp_cell_sequence = clkdlybuf4s50_1 > buf_4 > nor2_1 > a211o_1 > a22oi_1 > o21ai_1 > o2111ai_1 > clkdlybuf4s50_1
crit_start = ADDR[6]
startpoint_type = input pin
worstPathMaxFanout = 18
arrival_ns = 3.14

[worst_hold_path]
hold_path_class = input pin to output port
hold_depth = 4
hp-start = ADDR[2]
min_to = Q[14]

[clock_network]
cts_hold_buf = 0

[power]
powerDensity_nw_per_um2 = 110
peakVddDrop_v = 0.0000553
total_leakage_power_uw = 0.000741

[flow_run]
warnings = 30
maxCapViolCount = 0
## worst max path at each step
stage	to	slack (ns)
5_1_grt	Q[0]	0.01
4_1_cts	Q[9]	0.03
6_report	Q[0]	0.14
## synth_stat cells (2+ instances only)
| cell | count |
|---|---|
| nand2_1 | 17 |
| xor2_1 | 2 |
| a22oi_1 | 5 |
| or4_1 | 2 |
| nand4_1 | 2 |
| nor3_1 | 5 |
| and2_1 | 2 |
| nand3b_1 | 2 |
| nor3b_1 | 3 |
| a221oi_1 | 2 |
| nor2_1 | 19 |
| a211o_1 | 3 |
| a32o_1 | 2 |
| o221ai_1 | 2 |
| buf_2 | 11 |
| o21ai_0 | 19 |
| nand3_1 | 5 |
| a21o_1 | 3 |
| nand2b_1 | 9 |
| nor2b_1 | 7 |
| a21oi_1 | 10 |
| o21ai_1 | 3 |
| o22ai_1 | 3 |
| xnor2_1 | 3 |
| nor4_1 | 2 |
| o211ai_1 | 2 |
| clkbuf_1 | 7 |
## what timing repair did
item                                    CTS  global route
resized                                   4             6
endpoints found under the setup margin   11             5
setup buffers                             0             1
pin swaps                                 0             1
gates cloned                              0             1
## routing by layer
| layer | part of all wire | up-vias | GRT usage |
|---|---|---|---|
| met1 | 0.51 | 734 | 0.121 |
| met5 | 0 | - | 0 |
| met2 | 0.44 | 58 | 0.129 |
| li1 | - | 790 | - |
| met4 | 0.0079 | 0 | 0.00662 |
| met3 | 0.041 | 4 | 0.00211 |
## worst min-delay path, delay by kind of cell
kind            cells  cell delay [ns]
compound gates      1             0.06
buf+inv             3             0.87
## metrics by stage
step                      hold slack (ns)  cell area (sq um)  power, uW  worst slack [ns]  utilization
after floorplan                      1.74               1080       90.1              1.02            -
after global placement               2.83               1670        184            -0.148        0.278
after detailed placement             2.81               1670        184            -0.117        0.278
after CTS                            2.68               1680        185            0.0256        0.280
after global routing                 2.59               1730        209           0.00985        0.289
final                                2.58               1730        191             0.136        0.289
## cells by family after synthesis
family,Yosys count,synth area share
buf+inv,23,0.103
simple gates,82,0.401
xor+xnor,5,0.0404
compound gates,70,0.446
mux,1,0.00923
## cell type report
| cell class | count | area [sq um] | area share |
|---|---|---|---|
| well taps | 75 | 93.8 | 0.0542 |
| inverters | 2 | 7.51 | 0.00433 |
| repair buffers | 70 | 632 | 0.365 |
| multi-input cells | 158 | 1000 | 0.577 |
## where the power goes
part | switching (uW) | internal [uW] | total (uW)
Combinational | 86.5 | 104 | 191
Clock | 0 | 0 | 0
Sequential | 0 | 0 | 0
Power is estimated from default activity; no workload was simulated.
